--- flow/run.sh ---
#!/bin/bash
# OpenROAD 26Q1-2900-gdf79404cd8, Yosys 0.63+post, stock flow scripts
make -C /OpenROAD-flow-scripts/flow DESIGN_CONFIG=/design/flow/config.mk WORK_HOME=/design/flow/orfs finish
--- flow/config.mk ---
export PLATFORM = sky130hd
export DESIGN_NAME = sdr_ctrl
export DESIGN_NICKNAME = sdr_ctrl
export VERILOG_FILES = /design/flow/design.v
export SDC_FILE = /design/flow/constraint.sdc
export NUM_CORES = 4
export LEC_CHECK = 1
export CORE_AREA = 10 10 107 107
export DIE_AREA = 0 0 117 117
--- flow/constraint.sdc ---
current_design sdr_ctrl

set clk_period 2.8
set clk_io_pct 0.2

create_clock -name clk0 -period $clk_period [get_ports {clk}]

set non_clock_inputs [all_inputs -no_clocks]
set_input_delay [expr $clk_period * $clk_io_pct] -clock clk0 $non_clock_inputs
set_output_delay [expr $clk_period * $clk_io_pct] -clock clk0 [all_outputs]
--- flow/design.v ---
 module sdr_ctrl
                (
                clk,
                reset,
                rd_wr,
                addrs,
                delay_100us,
                ref_req,      
                ref_ack,
                cy_end,
                init_done,
                istate,      
                cstate,      
                clk_count
                );
parameter tDLY = 2;  
parameter Programmed_Length = 1'b0;
parameter Single_Access     = 1'b1;
parameter Standard          = 2'b00; 
parameter Latency_2         = 3'b010;
parameter Latency_3         = 3'b011;
parameter Sequential        = 1'b0;
parameter Interleaved       = 1'b1;
parameter Length_1          = 3'b000;
parameter Length_2          = 3'b001;
parameter Length_4          = 3'b010;
parameter Length_8          = 3'b011;
parameter Write_Burst_Mode =    Programmed_Length;
parameter Operation_Mode   =    Standard;
parameter CAS_Latency      =    Latency_3;
parameter Burst_Type       =    Sequential;
parameter Burst_Length     =    Length_4;
parameter RA_MSB = 22;
parameter RA_LSB = 11;
parameter BA_MSB = 10;
parameter BA_LSB =  9;
parameter CA_MSB =  8;
parameter CA_LSB =  0;
parameter SDR_BA_WIDTH =  2;  
parameter SDR_A_WIDTH  = 12; 
parameter tCK  = 20;
parameter tMRD = 2*tCK;
parameter tRP  = 15;       
parameter tRFC = 66;       
parameter tRCD = 15;       
parameter tWR  = tCK + 7;    
parameter tDAL = tWR + tRP;   
parameter NUM_CLK_tMRD = tMRD/tCK;
parameter NUM_CLK_tRP  =  tRP/tCK;
parameter NUM_CLK_tRFC = tRFC/tCK;
parameter NUM_CLK_tRCD = tRCD/tCK;
parameter NUM_CLK_tDAL = tDAL/tCK;
parameter NUM_CLK_WAIT = 0; 
parameter NUM_CLK_CL    = 3;
parameter NUM_CLK_READ  = 4;
parameter NUM_CLK_WRITE = 4;
parameter i_NOP   = 4'b0000;
parameter i_PRE   = 4'b0001;
parameter i_tRP   = 4'b0010;
parameter i_AR1   = 4'b0011;
parameter i_tRFC1 = 4'b0100;
parameter i_AR2   = 4'b0101;
parameter i_tRFC2 = 4'b0110;
parameter i_MRS   = 4'b0111;   
parameter i_tMRD  = 4'b1000;   
parameter i_ready = 4'b1001;  
parameter c_idle   = 4'b0000;
parameter c_tRCD   = 4'b0001;
parameter c_cl     = 4'b0010;
parameter c_rdata  = 4'b0011;
parameter c_wdata  = 4'b0100;
parameter c_tRFC   = 4'b0101;
parameter c_tDAL   = 4'b0110;
parameter c_ACTIVE = 4'b1000;
parameter c_READA  = 4'b1001;
parameter c_WRITEA = 4'b1010;
parameter c_AR     = 4'b1011;
parameter INHIBIT            = 4'b1111;   
parameter NOP                = 4'b0111;   
parameter ACTIVE             = 4'b0011;   
parameter READ               = 4'b0101;
parameter WRITE              = 4'b0100;
parameter BURST_TERMINATE    = 4'b0110;
parameter PRECHARGE          = 4'b0010;   
parameter AUTO_REFRESH       = 4'b0001;
parameter LOAD_MODE_REGISTER = 4'b0000;
  input        		clk;
	input        		reset;
	input        		rd_wr;
	input        		addrs;
	input        		delay_100us;
	input        		ref_req;
  output  reg     cy_end;
	output  reg         ref_ack;
	output  reg         init_done;
	output  reg [3:0]   istate;
	output  reg [3:0]   cstate;
	output  reg [3:0]   clk_count;
    reg     syncResetclk;  
	always @(posedge clk or posedge reset)
  		if (reset) begin
     		istate <= #tDLY i_NOP;
  		end else
    		case (istate)
		      i_NOP:    
		               if (delay_100us) istate <= #tDLY i_PRE;
		      i_PRE:    
		               istate <= #tDLY (NUM_CLK_tRP == 0) ? i_AR1 : i_tRP;
		      i_tRP:    
		               if (clk_count == NUM_CLK_tRP) istate <= #tDLY i_AR1;
		      i_AR1:    
		               istate <= #tDLY (NUM_CLK_tRFC == 0) ? i_AR2 : i_tRFC1;
		      i_tRFC1:  
		               if (clk_count == NUM_CLK_tRFC) istate <= #tDLY i_AR2;
		      i_AR2:    
		               istate <= #tDLY (NUM_CLK_tRFC == 0) ? i_MRS : i_tRFC2;
		      i_tRFC2:  
		               if (clk_count == NUM_CLK_tRFC) istate <= #tDLY i_MRS;
		      i_MRS:    
		               istate <= #tDLY (NUM_CLK_tMRD == 0) ? i_ready : i_tMRD;
		      i_tMRD:   
		               if (clk_count == NUM_CLK_tMRD) istate <= #tDLY i_ready;
		      i_ready:  
		               istate <= #tDLY i_ready;
		      default:
		               istate <= #tDLY i_NOP;
		    endcase
always @(posedge clk or posedge reset)
  if (reset) begin
     init_done <= #tDLY 0;
  end else
    case (istate)
      i_ready: init_done <= #tDLY 1;
      default: init_done <= #tDLY 0;
    endcase
always @(posedge clk or posedge reset)
  if (reset) begin
     cstate <= #tDLY c_idle;
  end else
    case (cstate)
      c_idle:    
                if (ref_req && init_done) cstate <= #tDLY c_AR;
                else if (!addrs && init_done) cstate <= #tDLY c_ACTIVE;
      c_ACTIVE:  
                if (NUM_CLK_tRCD == 0)
                   cstate <= #tDLY (rd_wr) ? c_READA : c_WRITEA;
                else cstate <= #tDLY c_tRCD;
      c_tRCD:    
                if (clk_count == NUM_CLK_tRCD)
                   cstate <= #tDLY (rd_wr) ? c_READA : c_WRITEA;
      c_READA:   
                cstate <= #tDLY c_cl;
      c_cl:      
                if (clk_count == NUM_CLK_CL) cstate <= #tDLY c_rdata;
      c_rdata:   
                if (clk_count == NUM_CLK_READ - 1) cstate <= #tDLY c_idle;
      c_WRITEA:  
                cstate <= #tDLY c_wdata;
      c_wdata:   
                if (clk_count == NUM_CLK_WRITE) cstate <= #tDLY c_tDAL;
      c_tDAL:    
                if (clk_count == NUM_CLK_WAIT) cstate <= #tDLY c_idle;
      c_AR:      
                cstate <= #tDLY (NUM_CLK_tRFC == 0) ? c_idle : c_tRFC;
      c_tRFC:    
                if (clk_count == NUM_CLK_tRFC) cstate <= #tDLY c_idle;
      default:
                cstate <= #tDLY c_idle;
    endcase
always @(posedge clk or posedge reset)
  if (reset) begin
     ref_ack <= #tDLY 0;
  end else
    case (cstate)
      c_idle:
         if (ref_req && init_done) ref_ack <= #tDLY 1;
         else ref_ack <= #tDLY 0;
      c_AR:
         if (NUM_CLK_tRFC == 0) ref_ack <= #tDLY 0;
         else ref_ack <= #tDLY 1;
      default:
         ref_ack <= #tDLY 0;
    endcase
always @(posedge clk or posedge reset)
  if (reset) begin
     cy_end <= #tDLY 1;
  end else
    case (cstate)
      c_idle:
         if (ref_req && init_done) cy_end <= #tDLY 1;
         else if (!addrs && init_done) cy_end <= #tDLY 0;
         else cy_end <= #tDLY 1;
      c_ACTIVE,
      c_tRCD,
      c_READA,
      c_cl,
      c_WRITEA,
      c_wdata:
         cy_end <= #tDLY 0;
      c_rdata:
        cy_end <= #tDLY (clk_count == NUM_CLK_READ - 1) ? 1 : 0;
      c_tDAL:
         cy_end <= #tDLY (clk_count == NUM_CLK_WAIT) ? 1 : 0;
      default:
         cy_end <= #tDLY 1;
    endcase
always @(posedge clk)
  if (syncResetclk) clk_count <= #tDLY 0;
  else clk_count <= #tDLY clk_count + 1;
always @(istate or cstate or clk_count)
  case (istate)
    i_PRE:
         syncResetclk <= #tDLY (NUM_CLK_tRP == 0) ? 1 : 0;
    i_AR1,
    i_AR2:
         syncResetclk <= #tDLY (NUM_CLK_tRFC == 0) ? 1 : 0;
    i_NOP:
         syncResetclk <= #tDLY 1;
    i_tRP:
         syncResetclk <= #tDLY (clk_count == NUM_CLK_tRP) ? 1 : 0;
    i_tMRD:
         syncResetclk <= #tDLY (clk_count == NUM_CLK_tMRD) ? 1 : 0;
    i_tRFC1,
    i_tRFC2:
         syncResetclk <= #tDLY (clk_count == NUM_CLK_tRFC) ? 1 : 0;
    i_ready:
         case (cstate)
           c_ACTIVE:
                syncResetclk <= #tDLY (NUM_CLK_tRCD == 0) ? 1 : 0;
           c_idle:
                syncResetclk <= #tDLY 1;
           c_tRCD:
                syncResetclk <= #tDLY (clk_count == NUM_CLK_tRCD) ? 1 : 0;
           c_tRFC:
                syncResetclk <= #tDLY (clk_count == NUM_CLK_tRFC) ? 1 : 0;
           c_cl:
                syncResetclk <= #tDLY (clk_count == NUM_CLK_CL) ? 1 : 0;
           c_rdata:
                syncResetclk <= #tDLY (clk_count == NUM_CLK_READ) ? 1 : 0;
           c_wdata:
                syncResetclk <= #tDLY (clk_count == NUM_CLK_WRITE) ? 1 : 0;
           default:
                syncResetclk <= #tDLY 0;
         endcase
    default:
         syncResetclk <= #tDLY 0;
  endcase
endmodule : sdr_ctrl
==> results.py <==
# Auto-generated metrics
metrics = {
    "outcome": {
        "status": "finished clean",
    },
    "yosys": {
        "post_synth_main_area_contributors": "sky130_fd_sc_hd__dfrtp_1 23%, sky130_fd_sc_hd__dfxtp_1 7.3%, sky130_fd_sc_hd__a21oi_1 4.1%",
        "synth_compound_gate_area_share_pct": 24.83,
        "mux_area_share_pct": 1.927,
        "synth.most_common_cell": "sky130_fd_sc_hd__nand2_1",
        "number_of_cells_in_yosys_stat": 131,
        "mappedNetlistArea_mm2": 0.001104,
        "synthesis.area_per_instance_um2": 8.424,
        "synth_cell_types": 48,
        "logic_family": "simple AND/OR/NAND/NOR gates",
        "yosys.area_share.simple_pct": 26.64,
        "netlist_top_cells_count": "12 x sky130_fd_sc_hd__nand2_1, 11 x sky130_fd_sc_hd__nor2_1, 10 x sky130_fd_sc_hd__dfrtp_1",
        "adder_share_pct": 3.401,
        "synth_top_cell_by_area": "sky130_fd_sc_hd__dfrtp_1",
        "synth_largest_type_area_fraction_pct": 22.68,
        "synthesis.instances": 131,
        "synth-async-reset-ratio_pct": 73.33,
        "synth_flops": 15,
        "yosys_warnings": 1,
        "synth-main-ff-cell": "sky130_fd_sc_hd__dfrtp_1",
        "synth-edff-count": 0,
        "synth.yosys.seq_area_share_pct": 32.31,
        "synth_xor_xnor_area_share_pct": 3.175,
        "yosys.stat.chipArea_mm2": 0.001104,
    },
    "clock_network": {
        "clk_transition_reported_paths_ps": 70,
        "insertion_delay_ps": 250,
        "clockBufferDepth": 2,
        "post_cts.repair.setup_buffers": 0,
        "number_of_buffers_created_by_cts": 3,
        "cts_hold_repair.buffers": 0,
        "tritoncts_num_sinks": 15,
        "cts-htree-levels": 1,
        "cts_tree": "done",
        "cts_root_buf": "sky130_fd_sc_hd__clkbuf_8",
        "ctsResizeCount": 0,
    },
    "routing": {
        "post-route-drc-count": 0,
        "vias_per_instance": 3.780,
        "initialDrtViolationCount": 101,
        "wl_um": 3020,
        "final_routed_wire_length_divided_by_cell_count_um": 11.84,
        "antenna_violating_nets_post_route": 0,
        "antennaDiodeCount": 0,
        "detailedRoute.firstPassIterationCount": 5,
        "num_vias": 964,
    },
    "global_route": {
        "overall_routing_resource_usage_pct": 4.561,
        "grt_start_max_net_pins": 21,
        "first_global_vias": 953,
        "grt_antenna_before_repair": 0,
        "grt_first_pass_wirelength_um": 4961,
        "globalRoute.totalOverflow": 0,
    },
    "sta": {
        "final-hold-violation-count": 0,
        "layout_min_cycle_time_ps": 2141,
        "slew_violations": 0,
        "worst_slew_pin_slew_ps": 599.4,
        "setup_tns_ps": 0,
        "finalSetupViolCount": 0,
        "grt_setup_unrepaired": "false",
        "slew-limit-headroom_pct": 60.04,
        "fmax_mhz": 467.1,
        "min_period_over_period_pct": 76.45,
        "holdWs_ps": 531.7,
        "final.setup_skew_ps": 3.435,
    },
    "floorplan": {
        "fp-row-count": 35,
        "chip_area_mm2": 0.01369,
        "io_pins": 21,
        "initial_utilization_pct": 12.00,
        "die.size.x_um": 117,
        "chipHeight_um": 117,
        "floorplan.core_area_mm2": 0.009196,
    },
    "critical_path": {
        "critical_path.top_delay_family": "flip-flops",
        "crit_fanout": 20,
        "slowest_cell_on_the_critical_path": "sky130_fd_sc_hd__dfrtp_1",
        "worstPathRequired_ps": 2240,
        "regToRegStartpoint": "clk_count[0]",
        "timing.reg2reg.worst_path_depth": 6,
        "number_of_buffer_and_inverter_instances_along_the_worst_setup_path": 1,
        "critical_path.max_stage_delay_ps": 720,
        "cp-end-kind": "output pin",
        "reg2reg_to": "clk_count[1]",
        "worstSetupStartpointType": "flop",
        "worst-r2r-setup-slack_ps": 940,
        "classification_of_the_worst_setup_path": "reg2out",
        "path_cells": "clkdlybuf4s50_1",
        "worst_ep_arrival_time_ps": 1580,
    },
    "layout": {
        "fillCellCount": 1029,
        "drive_gt1_share_pct": 7.639,
        "final_core_utilization_pct": 15.54,
        "area_growth_syn_to_layout_pct": 29.48,
        "logic_area_um2": 661.9,
        "postLayoutCellArea_mm2": 0.001429,
        "sequential_cell_area_um2": 356.6,
    },
    "flow_run": {
        "maxCapViolations": 0,
        "stage_log_warnings": 27,
    },
    "pwr": {
        "worst_ir_drop_vdd_mv": 0.2587,
        "leakagePower_uw": 0.0005394,
        "power_density_mw_per_mm2": 909.5,
    },
    "hold_path": {
        "hold_path.class": "reg2reg",
        "hold-path-endpoint": "clk_count[0]",
        "hold-path-cell-count": 1,
        "worstHoldStart": "clk_count[0]",
    },
    "placement": {
        "place_congestion": 0.8502,
        "detailedPlacementHpwl_um": 2285,
        "postPlaceCellArea_mm2": 0.001384,
        "io_buffer_count": 20,
    },
}
kinds of logic after synthesis:
group	Yosys count
AND-OR/OR-AND	36
AND/OR/NAND/NOR	53
flip-flops	15
buffers and inverters	18
adder cells (fa/ha/maj)	3
multiplexers	2
XOR/XNOR	4
state kept, by name (all words and copies together), names as in the netlist:
register and count:
cstate 4, istate 4, init_done 1, ref_ack 1, cy_end 1, clk_count 4
area by class of cell:
type / count / share of cell area, %
timing repair buffer: 20 / 14.01
clock buffer: 4 / 3.152
inverter: 7 / 1.839
tap: 111 / 9.720
multi-input combinational: 98 / 46.32
sequential: 15 / 24.96
metrics by stage:
step / power [uW] / cells / worst slack [ps]
floorplan: 921.1 / 131 / 1216
global placement: 1128 / 251 / 871.8
detailed placement: 1131 / 251 / 854.0
CTS: 1318 / 255 / 631.0
global route: 1442 / 255 / 550.4
finish: 1300 / 255 / 659.3
layer usage:
| layer | routed length [um] | global-route usage [%] | share of wire, % |
|---|---|---|---|
| met1 | 1443 | 6.242 | 48 |
| met2 | 1294 | 6.637 | 43 |
| met3 | 264 | 2.167 | 8.7 |
| met4 | 19 | 0.4119 | 0.63 |
| met5 | 0 | 0 | 0 |
where the power goes:
group / total (uW) / internal, uW / switching, uW
Combinational: 665 / 370 / 295
Sequential: 454 / 283 / 171
Clock: 181 / 101 / 79.7
Total: 1300 / 754 / 546
worst max path at each step:
stage / startpoint / to / slack (ps) / cells past startpoint
4_1_cts: cstate[2] / cstate[2] / 630 / 1
5_1_grt: cstate[2] / cstate[2] / 550 / 1
6_report: cstate[2] / cstate[2] / 660 / 1
placed cells by master (no fill, tap or decap), types with 2 or more instances in the layout:
cell type | synthesis | layout
sky130_fd_sc_hd__nand2b_1 | 5 | 5
sky130_fd_sc_hd__nor3_1 | 3 | 3
sky130_fd_sc_hd__xnor2_1 | 2 | 2
sky130_fd_sc_hd__nand3_1 | 7 | 7
sky130_fd_sc_hd__a21o_1 | 2 | 2
sky130_fd_sc_hd__ha_1 | 3 | 3
sky130_fd_sc_hd__o31ai_1 | 2 | 2
sky130_fd_sc_hd__inv_1 | 7 | 7
sky130_fd_sc_hd__nor2b_1 | 4 | 4
sky130_fd_sc_hd__clkdlybuf4s50_1 | 0 | 20
sky130_fd_sc_hd__dfrtp_1 | 10 | 10
sky130_fd_sc_hd__dfxtp_1 | 4 | 4
sky130_fd_sc_hd__nand2_1 | 12 | 12
sky130_fd_sc_hd__a211oi_2 | 2 | 2
sky130_fd_sc_hd__nor4b_1 | 2 | 2
sky130_fd_sc_hd__nor2_1 | 11 | 11
sky130_fd_sc_hd__a22oi_1 | 2 | 2
sky130_fd_sc_hd__o21ai_0 | 7 | 7
sky130_fd_sc_hd__o211ai_1 | 2 | 2
sky130_fd_sc_hd__clkbuf_8 | 0 | 3
sky130_fd_sc_hd__a21oi_1 | 9 | 9
sky130_fd_sc_hd__xor2_1 | 2 | 2
Power and IR drop assume default switching activity.
