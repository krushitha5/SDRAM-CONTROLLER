File: flow/design.v
module sdr_data(
                 clk,
                 reset,
                 data_bus,     
                 data_valid,
                 cstate,
                 clk_count,  
                 sdr_DQ        
                );
parameter tDLY = 2;  
parameter Programmed_Length = 1'b0;
parameter Single_Access     = 1'b1;
parameter Standard          = 2'b00; 
parameter Latency_2         = 3'b010;
parameter Latency_3         = 3'b011;
parameter Sequential        = 1'b0;
parameter Interleaved       = 1'b1;
parameter Length_1          = 3'b000;
parameter Length_2          = 3'b001;
parameter Length_4          = 3'b010;
parameter Length_8          = 3'b011;
parameter Write_Burst_Mode =    Programmed_Length;
parameter Operation_Mode   =    Standard;
parameter CAS_Latency      =    Latency_3;
parameter Burst_Type       =    Sequential;
parameter Burst_Length     =    Length_4;
parameter RA_MSB = 22;
parameter RA_LSB = 11;
parameter BA_MSB = 10;
parameter BA_LSB =  9;
parameter CA_MSB =  8;
parameter CA_LSB =  0;
parameter SDR_BA_WIDTH =  2;  
parameter SDR_A_WIDTH  = 12; 
parameter tCK  = 20;
parameter tMRD = 2*tCK;
parameter tRP  = 15;       
parameter tRFC = 66;       
parameter tRCD = 15;       
parameter tWR  = tCK + 7;    
parameter tDAL = tWR + tRP;   
parameter NUM_CLK_tMRD = tMRD/tCK;
parameter NUM_CLK_tRP  =  tRP/tCK;
parameter NUM_CLK_tRFC = tRFC/tCK;
parameter NUM_CLK_tRCD = tRCD/tCK;
parameter NUM_CLK_tDAL = tDAL/tCK;
parameter NUM_CLK_WAIT = 0; 
parameter NUM_CLK_CL    = 3;
parameter NUM_CLK_READ  = 4;
parameter NUM_CLK_WRITE = 4;
parameter i_NOP   = 4'b0000;
parameter i_PRE   = 4'b0001;
parameter i_tRP   = 4'b0010;
parameter i_AR1   = 4'b0011;
parameter i_tRFC1 = 4'b0100;
parameter i_AR2   = 4'b0101;
parameter i_tRFC2 = 4'b0110;
parameter i_MRS   = 4'b0111;   
parameter i_tMRD  = 4'b1000;   
parameter i_ready = 4'b1001;  
parameter c_idle   = 4'b0000;
parameter c_tRCD   = 4'b0001;
parameter c_cl     = 4'b0010;
parameter c_rdata  = 4'b0011;
parameter c_wdata  = 4'b0100;
parameter c_tRFC   = 4'b0101;
parameter c_tDAL   = 4'b0110;
parameter c_ACTIVE = 4'b1000;
parameter c_READA  = 4'b1001;
parameter c_WRITEA = 4'b1010;
parameter c_AR     = 4'b1011;
parameter INHIBIT            = 4'b1111;   
parameter NOP                = 4'b0111;   
parameter ACTIVE             = 4'b0011;   
parameter READ               = 4'b0101;
parameter WRITE              = 4'b0100;
parameter BURST_TERMINATE    = 4'b0110;
parameter PRECHARGE          = 4'b0010;   
parameter AUTO_REFRESH       = 4'b0001;
parameter LOAD_MODE_REGISTER = 4'b0000;
    input  		clk;
    input  		reset;
    input [3:0] cstate;
    input [3:0] clk_count;
    output            data_valid;
    inout  [15:0]     data_bus;
    inout   [3:0]     sdr_DQ;
    reg [15:0]  regSdrDQ;
    reg         enable_sysD;
    reg [15:0]  regSysD;
	reg [3:0]   regSysDX;
	reg         enableSdrDQ;
    wire         stateWRITEA;
	wire [3:0]   cnt0_dq ;
	wire [3:0]   cnt1_dq ;
	wire [3:0]   cnt2_dq ;
	wire [3:0]   cnt3_dq ;
	assign #tDLY data_valid = enable_sysD;
	assign #tDLY data_bus = (enable_sysD) ? regSdrDQ : 16'hzzzz;
	assign cnt0_dq = (cstate == c_rdata) && (clk_count == 0) ? sdr_DQ : regSdrDQ[3:0];
	assign cnt1_dq = (cstate == c_rdata) && (clk_count == 1) ? sdr_DQ : regSdrDQ[7:4];
	assign cnt2_dq = (cstate == c_rdata) && (clk_count == 2) ? sdr_DQ : regSdrDQ[11:8];
	assign cnt3_dq = (cstate == c_rdata) && (clk_count == 3) ? sdr_DQ : regSdrDQ[15:12];
	always @(posedge clk or posedge reset)
	   if (reset)
	      regSdrDQ <= #tDLY 16'h0000;
	   else
	      regSdrDQ <= #tDLY {cnt3_dq,cnt2_dq,cnt1_dq,cnt0_dq};
	always @(posedge clk or posedge reset)
	  if (reset)
	          enable_sysD <= #tDLY 0;
	  else if ((cstate == c_rdata) && (clk_count == NUM_CLK_READ - 1))
	          enable_sysD <= #tDLY 1;
	  else    enable_sysD <= #tDLY 0;
	assign #tDLY sdr_DQ = (enableSdrDQ) ? regSysDX : 4'bzzzz;
	always @(posedge clk or posedge reset)
	  if (reset)
	          regSysDX <= #tDLY 16'h0000;
	  else if (cstate == c_WRITEA)
	          regSysDX <= #tDLY regSysD[3:0];
	  else if ((cstate == c_wdata) && (clk_count == 1))
	          regSysDX <= #tDLY regSysD[7:4];
	  else if ((cstate == c_wdata) && (clk_count == 2))
	          regSysDX <= #tDLY regSysD[11:8];
	  else    regSysDX <= #tDLY regSysD[15:12];
	assign #tDLY stateWRITEA = (cstate == c_WRITEA) ? 1'b1 : 1'b0;
	always @(posedge clk or posedge reset)
	  if  (reset)
	          enableSdrDQ <= #tDLY 0;
	  else if (cstate == c_WRITEA)
	          enableSdrDQ <= #tDLY 1;
	  else if ((cstate == c_wdata) && (clk_count == NUM_CLK_WRITE))
	          enableSdrDQ <= #tDLY 0;
	always @(posedge clk or posedge reset)
	  if (reset)
	          regSysD <= #tDLY 16'h0000;
	  else    regSysD <= #tDLY data_bus;
	endmodule
File: flow/run.sh
#!/bin/bash
# OpenROAD 26Q1-2900-gdf79404cd8, Yosys 0.63+post, stock flow scripts
make -C /OpenROAD-flow-scripts/flow DESIGN_CONFIG=/design/flow/config.mk WORK_HOME=/design/flow/orfs finish
File: flow/config.mk
export PLATFORM = sky130hd
export DESIGN_NAME = sdr_data
export DESIGN_NICKNAME = sdr_data
export VERILOG_FILES = /design/flow/design.v
export SDC_FILE = /design/flow/constraint.sdc
export NUM_CORES = 4
export LEC_CHECK = 1
export CORE_UTILIZATION = 40
File: flow/constraint.sdc
current_design sdr_data

set clk_period 1.7
set clk_io_pct 0.2

create_clock -name clk0 -period $clk_period [get_ports {clk}]

set non_clock_inputs [all_inputs -no_clocks]
set_input_delay [expr $clk_period * $clk_io_pct] -clock clk0 $non_clock_inputs
set_output_delay [expr $clk_period * $clk_io_pct] -clock clk0 [all_outputs]
==> Changelog: implementation <==
### Implementation results

* Top-level port count at 31
* Initial cell density of the core at 42.92%
* Input/output buffers at 10
* Post-synth regs at 37
* Site Rows at 20
* Fail Step: 4_1_cts
* Chip Height at 59.94 um
* Top cell type by total area after synthesis: sky130_fd_sc_hd__dfrtp_1
* Post-placement cell area at 1558 sq um
* Cts hold-fix bufs at 0
* Yosys stat cell total at 89
* Chip area from the yosys synthesis statistics at 1343 sq um
* Result of the run: did not finish
* Proportion of register bits with asynchronous set or reset after synthesis at 100.0%
* Placed wire-length estimate after detailed placement at 1.635 mm
* Root Driver: sky130_fd_sc_hd__clkbuf_4
* Routability-driven placement congestion ratio at 0.8270
* Worst slack after detailed placement at -0.2195 ns
* Total CTS buffers at 5
* Tool error: [error] [KeplerFormal.cpp:679] Workflow failed: Iso has multiple drivers: .sdr_DQ0, sdr_DQ[0]$_DFF_PP0_.Q0
* Number of levels in the clock H-tree at 2
* Gates resized, CTS repair at 0
* Yosys synthesis warning count at 3
* Dominant Register Cell: sky130_fd_sc_hd__dfrtp_1
* Count of library flops with an enable pin at 0
* Biggest area contributors in the synthesized netlist: sky130_fd_sc_hd__dfrtp_1, sky130_fd_sc_hd__mux2_2, sky130_fd_sc_hd__a221oi_1, sky130_fd_sc_hd__o22ai_1, sky130_fd_sc_hd__inv_1
* Register area share after synthesis at 68.97%
* Post-synthesis area per instance at 15.08 sq um
* Maximum clock path buffer count at 2
* # clock sinks at 37
* Cell with the most instances after synthesis: sky130_fd_sc_hd__dfrtp_1
* Die X at 59.94 um
* Post CTS Setup Buffer Count at 0
* Cell count after synthesis at 89
* Cell area after synthesis at 1343 sq um
* Number of different library cells in the post-synthesis netlist at 18
* Share of Yosys cell area claimed by the top area cell type at 68.97%
* Most instantiated cells after synthesis: sky130_fd_sc_hd__dfrtp_1, sky130_fd_sc_hd__mux2_2, sky130_fd_sc_hd__inv_1, sky130_fd_sc_hd__nor2_1
==> stage by stage <==
stage | TNS (ns) | instances
2_1_floorplan | 0 | 89
3_5_place_dp | -2.826 | 151
3_3_place_gp | -2.714 | 151
==> cells by family after synthesis <==
family | after synthesis | synth area share (%)
buffers and inverters | 6 | 1.677
DFF | 37 | 68.97
and+or+nand+nor | 20 | 10.16
xor gates and xnor gates | 1 | 0.6525
muxes | 16 | 13.42
AOI/OAI and AO/OA | 9 | 5.125
